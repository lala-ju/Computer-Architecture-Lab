===== flow/design.v =====
module IDEX(
    clk,
    reset,
    regwrite_d,
    memtoreg_d,
    memread_d,
    memwrite_d,
    aluop_d,
    alusrc_d,
    rs1_d,
    rs2_d,
    imm32_d,
    func_d,
    instr_rs1_d,
    instr_rs2_d,
    instr_rd_d,
    regwrite_e,
    memtoreg_e,
    memread_e,
    memwrite_e,
    aluop_e,
    alusrc_e,
    rs1_e,
    rs2_e,
    imm32_e,
    func_e,
    instr_rs1_e,
    instr_rs2_e,
    instr_rd_e
);
input clk;
input reset;
input regwrite_d;
input memtoreg_d;
input memread_d;
input memwrite_d;
input [1:0] aluop_d;
input alusrc_d;
input signed [31:0] rs1_d;
input signed [31:0] rs2_d;
input signed [31:0] imm32_d;
input [9:0] func_d;
input [4:0] instr_rs1_d;
input [4:0] instr_rs2_d;
input [4:0] instr_rd_d;
output regwrite_e;
output memtoreg_e;
output memread_e;
output memwrite_e;
output [1:0] aluop_e;
output alusrc_e;
output signed [31:0] rs1_e;
output signed[31:0] rs2_e;
output signed[31:0] imm32_e;
output [9:0] func_e;
output [4:0] instr_rs1_e;
output [4:0] instr_rs2_e;
output [4:0] instr_rd_e;
reg regwrite_e;
reg memtoreg_e;
reg memread_e;
reg memwrite_e;
reg [1:0] aluop_e;
reg alusrc_e;
reg signed[31:0] rs1_e;
reg signed[31:0] rs2_e;
reg signed [31:0] imm32_e;
reg [9:0] func_e;
reg [4:0] instr_rs1_e;
reg [4:0] instr_rs2_e;
reg [4:0] instr_rd_e;
always @(posedge clk or negedge reset) begin
    if(~reset)
        begin
            regwrite_e <= 1'b0;
            memtoreg_e <= 1'b0;
            memread_e <= 1'b0;
            memwrite_e <= 1'b0;
            aluop_e <= 2'd0;
            alusrc_e <= 1'b0;
            rs1_e <= 32'd0;
            rs2_e <= 32'd0;
            imm32_e <= 32'd0;
            func_e <= 10'd0;
            instr_rs1_e <= 5'd0;
            instr_rs2_e <= 5'd0;
            instr_rd_e <= 5'd0;
        end
    else
        begin
            regwrite_e <= regwrite_d;
            memtoreg_e <= memtoreg_d;
            memread_e <= memread_d;
            memwrite_e <= memwrite_d;
            aluop_e <= aluop_d;
            alusrc_e <= alusrc_d;
            rs1_e <= rs1_d;
            rs2_e <= rs2_d;
            imm32_e <= imm32_d;
            func_e <= func_d;
            instr_rs1_e <= instr_rs1_d;
            instr_rs2_e <= instr_rs2_d;
            instr_rd_e <= instr_rd_d;
        end
end
endmodule

===== flow/run.sh =====
#!/bin/bash
# OpenROAD 26Q1-2900-gdf79404cd8, Yosys 0.63+post, stock flow scripts
make -C /OpenROAD-flow-scripts/flow DESIGN_CONFIG=/design/flow/config.mk WORK_HOME=/design/flow/orfs finish

===== flow/config.mk =====
export PLATFORM = sky130hd
export DESIGN_NAME = IDEX
export DESIGN_NICKNAME = IDEX
export VERILOG_FILES = /design/flow/design.v
export SDC_FILE = /design/flow/constraint.sdc
export NUM_CORES = 4
export LEC_CHECK = 1
export CORE_UTILIZATION = 30

===== flow/constraint.sdc =====
current_design IDEX

set clk_period 1.0
set clk_io_pct 0.2

create_clock -name clk0 -period $clk_period [get_ports {clk}]

set non_clock_inputs [all_inputs -no_clocks]
set_input_delay [expr $clk_period * $clk_io_pct] -clock clk0 $non_clock_inputs
set_output_delay [expr $clk_period * $clk_io_pct] -clock clk0 [all_outputs]

==> results.py <==
# Flow results
metrics = {
    "sta": {
        "fin_ws_ps": -174.3,
        "hold_viol": 0,
        "drv_slew": 0,
        "rsz0062_at_grt": "true",
        "final-setup-viol-count": 128,
        "fin_crit_sh": 1.174,
        "tightestPinTransition_ps": 639.5,
        "slew-limit-headroom": 0.5722,
        "layout_min_cycle_time_ps": 1174,
        "max_freq_mhz": 851.6,
    },
    "clock_tree": {
        "cts.sinks": 128,
        "cts_tree": "done",
        "cts_max_path_buffers": 2,
        "h-tree-depth": 4,
        "clk_pin_slew_worst_paths_ps": 60,
        "cts_buffers": 17,
        "cts_root_buf": "clkbuf_8",
        "post_cts_buffers": 0,
    },
    "setup_path": {
        "crit_required_ps": 800,
        "cpMaxStageDelayCell": "dfrtp_1",
        "cp_max_fo": 1,
        "worstPathArrival_ps": 970,
        "crit_type": "flop to primary output",
        "worstSetupStartpointType": "flop",
        "path_buffers": 1,
        "cp_top_family": "flip-flops",
        "critPathMaxStageDelay_ps": 370,
        "crit_path_end_kind": "primary output",
        "crit_path_cell_trace": "buf_2",
    },
    "die": {
        "row_count": 37,
        "initCoreUtil": 0.3103,
        "die_y_um": 105.3,
        "dieArea_um2": 11090,
        "die-width_um": 105.3,
        "ios": 258,
        "core_um2": 10320,
    },
    "grt": {
        "grt_max_degree": 61,
        "grt_pass1_wl_mm": 13.05,
        "track_usage": 0.1686,
        "overflow": 0,
        "grt_pass1_vias": 2376,
        "grt_antenna_before_repair": 0,
    },
    "synth": {
        "yosys_cells": 128,
        "syn_area_um2": 3203,
        "mux_share": 0,
        "aoi_share": 0,
        "ys.flops": 128,
        "synthSimpleGateAreaFrac": 0,
        "ys_warn_count": 1,
        "fa_ha_area_frac": 0,
        "postSynthSeqShare": 1.000,
        "ys_chip_area_um2": 3203,
        "synthCells": 128,
        "xor_area_frac": 0,
        "synth_cell_type_count": 1,
        "syn_area_per_cell_um2": 25.02,
    },
    "placement": {
        "pre_cts_ws_ps": -35.47,
        "place_area_um2": 5991,
        "port_buffers": 257,
        "dp.cells": 524,
        "hpwl_mm": 6.535,
        "gp_congestion": 0.7699,
    },
    "worst_hold_path": {
        "hp-class": "input pin to flop",
        "holdPathStages": 1,
        "min_from": "rs2_d[19]",
        "min_to": "rs2_e[19]",
    },
    "finish": {
        "fin_area_um2": 5853,
        "area_delta_synth_final_pct": 82.73,
        "final_cells": 554,
        "logic_area_um2": 0,
        "drive_gt1_frac": 0.3780,
        "fin_util": 0.5670,
        "nMultiInputCombCells": 0,
    },
    "job": {
        "maxCapViolCount": 0,
        "openroad.warnings": 27,
    },
    "route": {
        "antenna-diode-count": 0,
        "drt_iter0_markers": 39,
        "drc": 0,
        "avgViaCountPerCell": 3.937,
        "routed_wl_mm": 8.785,
        "wire_per_inst_um": 15.86,
        "top_layer": "met4",
        "route.met2.wl_mm": 4.403,
        "antenna_left": 0,
        "vias": 2181,
        "drt_first_pass_iters": 4,
        "wl_met3_mm": 1.182,
        "routedLengthMet1_mm": 3.107,
    },
    "power_and_ir_drop": {
        "total_power_w": 0.01141,
        "p_leak_nw": 2.771,
        "p_per_area_nw_per_um2": 1949,
        "vdd_drop_max_v": 0.001814,
    },
    "outcome": {
        "status": "finished with violations",
        "violations": "setup timing",
    },
}
## logic make-up after synthesis
family / after synthesis
flops: 128
## stage by stage
| step | TNS [ps] | hold slack (ps) |
|---|---|---|
| global placement | -71.26 | 57.60 |
| CTS | -24190 | 116.1 |
| finish | -19700 | 141.2 |
| global route | -33470 | 100.5 |
| detailed placement | -73.83 | 59.63 |
| floorplan | 0 | -95.59 |
## sequential cells by signal, indices dropped and copies added (netlist names)
signal and count:
imm32_e 32, rs1_e 32, rs2_e 32, func_e 10, instr_rd_e 5, instr_rs1_e 5, instr_rs2_e 5, aluop_e 2
alusrc_e 1, memread_e 1, memtoreg_e 1, memwrite_e 1, regwrite_e 1
## cell type report
| cell class | count | area [µm²] |
|---|---|---|
| clock buffers | 22 | 452.9 |
| clock inverters | 7 | 40.04 |
| fillers | 861 | 4471 |
| flip-flops and latches | 128 | 3203 |
| well taps | 136 | 170.2 |
| repair buffers | 261 | 1987 |
## what timing repair did
action                                  4_1_cts  5_1_grt
hold buffers                                  1        1
gates resized                               403        0
endpoints found under the setup margin      128      228
hold endpoints to repair                    128      128
## Yosys cell counts
cell type / number / area, µm²
dfrtp_1: 128 / 3203
## layout by cell type (no fill, tap or decap), drive strengths merged
cell / n
clkinv: 5
clkinvlp: 2
buf: 132
clkbuf: 22
clkdlybuf4s50: 128
dlygate4sd3: 1
dfrtp: 128
## metal layers
metal,global-route usage,vias up
met5,0,-
met2,0.2815,155
met1,0.2023,1064
met3,0.09274,5
li1,-,957
met4,0.01811,0
## worst max path at each step
stage / startpoint / to / slack, ps / cells after the start
5_1_grt: rs2_e[13] / rs2_e[13] / -240 / 1
4_1_cts: rs2_e[13] / rs2_e[13] / -210 / 1
6_report: imm32_e[28] / imm32_e[28] / -170 / 1
## power by group
| group | switching, W | leakage, nW | total [W] | internal (W) |
|---|---|---|---|---|
| clock network | 0.00197 | 0.242 | 0.00507 | 0.00310 |
| logic | 0.000218 | 1.04 | 0.000838 | 0.000619 |
| registers | 0.0000577 | 1.49 | 0.00550 | 0.00544 |
| total | 0.00224 | 2.77 | 0.0114 | 0.00917 |
Power is estimated from default activity; no workload was simulated.
