File: /design/flow/config.mk
export PLATFORM = sky130hd
export DESIGN_NAME = EXMEM
export DESIGN_NICKNAME = EXMEM
export VERILOG_FILES = /design/flow/design.v
export SDC_FILE = /design/flow/constraint.sdc
export NUM_CORES = 4
export LEC_CHECK = 1
export CORE_UTILIZATION = 50
File: /design/flow/run.sh
#!/bin/bash
# OpenROAD 26Q1-2900-gdf79404cd8, Yosys 0.63+post, stock flow scripts
make -C /OpenROAD-flow-scripts/flow DESIGN_CONFIG=/design/flow/config.mk WORK_HOME=/design/flow/orfs finish
File: /design/flow/design.v
module EXMEM(
    clk,
    reset,
    regwrite_e,
    memtoreg_e,
    memread_e,
    memwrite_e,
    alurs_e,
    muxrs2_e,
    instr_rd_e,
    regwrite_m,
    memtoreg_m,
    memread_m,
    memwrite_m,
    alurs_m,
    muxrs2_m,
    instr_rd_m
);
input clk;
input reset;
input regwrite_e;
input memtoreg_e;
input memread_e;
input memwrite_e;
input [31:0] alurs_e;
input signed [31:0] muxrs2_e;
input [4:0] instr_rd_e;
output regwrite_m;
output memtoreg_m;
output memread_m;
output memwrite_m;
output [31:0] alurs_m;
output signed [31:0] muxrs2_m;
output [4:0] instr_rd_m;
reg regwrite_m = 1'd0;
reg memtoreg_m = 1'd0;
reg memread_m = 1'd0;
reg memwrite_m = 1'd0;
reg [31:0] alurs_m = 32'd0;
reg signed [31:0] muxrs2_m = 32'd0;
reg [4:0] instr_rd_m = 5'd0;
always @(posedge clk or negedge reset) begin
    if(~reset)
        begin
            regwrite_m <= 1'b0;
            memtoreg_m <= 1'b0;
            memread_m <= 1'b0;
            memwrite_m <= 1'b0;
            alurs_m <= 32'd0;
            muxrs2_m <= 32'd0;
            instr_rd_m <= 5'd0;
        end
    else
        begin
            regwrite_m <= regwrite_e;
            memtoreg_m <= memtoreg_e;
            memread_m <= memread_e;
            memwrite_m <= memwrite_e;
            alurs_m <= alurs_e;
            muxrs2_m <= muxrs2_e;
            instr_rd_m <= instr_rd_e;
        end
end
endmodule
File: /design/flow/constraint.sdc
current_design EXMEM

set clk_period 1.0
set clk_io_pct 0.2

create_clock -name clk0 -period $clk_period [get_ports {clk}]

set non_clock_inputs [all_inputs -no_clocks]
set_input_delay [expr $clk_period * $clk_io_pct] -clock clk0 $non_clock_inputs
set_output_delay [expr $clk_period * $clk_io_pct] -clock clk0 [all_outputs]
==> results.txt <==
Summary of the current implementation state.

- The flow did not finish.
- It got as far as detailed placement and failed there.
- The first error in the log reads "[ERROR DPL-0036] Detailed placement failed".
- The count of unique library cells instantiated by Yosys is 1, for reference.
- The post-synth design cell area is 1830 um2, for reference.
- The total cells reported by yosys after synthesis is 73, for reference.
- The chip area line of the yosys report is 1830 um2, for reference.
- The die is about 62 um tall.
- The instance tally after logic synthesis is around 73, for reference.
- The number of placement rows is 21, for reference.
- The effective utilization at floorplan is 53.5%, for reference.
- A synthesized cell averages about 25 um2.
- The horizontal extent of the die is ~62 um, for reference.
- The total of flip-flops plus latches after synthesis is 73, for reference.
- The synthesis report lists the Yosys warning total as 1.
- The weighted congestion reported at the end of routability-driven placement is around 0.7, for reference.
- The number of I/O pins is 148, for reference.
- Per the placement log, port buffering inserted 147 buffers.
- After synthesis, flip-flops and latches occupy 100% of the total area.
## stage by stage
| step | hold WS (ns) | instance area (um2) | total power (uW) | instances |
|---|---|---|---|---|
| floorplan | -0.0956 | 1830 | 3150 | 73 |
| global placement | 0.241 | 3370 | 3790 | 267 |
## synthesized netlist by cell type
cell | count | area [um2]
dfrtp_1 | 73 | 1830
## kinds of logic after synthesis
family | after synthesis | share of synthesized area, %
flip-flops | 73 | 100
Power and IR drop assume default switching activity.
